`flow/config.mk`:
```
export PLATFORM = sky130hd
export DESIGN_NAME = controller
export DESIGN_NICKNAME = controller
export VERILOG_FILES = /design/flow/design.v
export SDC_FILE = /design/flow/constraint.sdc
export NUM_CORES = 4
export LEC_CHECK = 1
export CORE_UTILIZATION = 40
```
`flow/constraint.sdc`:
```
current_design controller

set clk_period 4.1
set clk_io_pct 0.2

create_clock -name clk0 -period $clk_period [get_ports {i_clock}]

set non_clock_inputs [all_inputs -no_clocks]
set_input_delay [expr $clk_period * $clk_io_pct] -clock clk0 $non_clock_inputs
set_output_delay [expr $clk_period * $clk_io_pct] -clock clk0 [all_outputs]
```
`flow/design.v`:
```
`timescale 1ns / 1ps
module alu #( 
    parameter NB_DATA = 8, NB_OPCODE = 6
)(
    input wire signed [NB_DATA-1:0] i_op_1,
    input wire signed [NB_DATA-1:0] i_op_2, 
    input wire [NB_OPCODE-1:0] i_opcode,
  	output wire signed [NB_DATA-1:0] o_result
);
localparam  ADD = 6'b100000;
localparam  SUB = 6'b100010;
localparam  AND = 6'b100100;
localparam  OR  = 6'b100101;
localparam  XOR = 6'b100110;
localparam  SRA = 6'b000011;
localparam  SRL = 6'b000010;
localparam  NOR = 6'b100111;
reg signed [NB_DATA-1 : 0] result;  
assign o_result = result;
always @(*)
begin
    case (i_opcode)
        ADD : result = i_op_1 + i_op_2;   
        SUB : result = i_op_1 - i_op_2;    
      	AND : result= i_op_1 & i_op_2;    
        OR  : result = i_op_1 | i_op_2;    
        XOR : result = i_op_1 ^ i_op_2;   
        SRA : result = i_op_1 >>> i_op_2;  
        SRL : result = i_op_1 >> i_op_2;   
        NOR : result = ~(i_op_1 | i_op_2); 
    default: result = {NB_DATA {1'b0}};  
    endcase
end
endmodule
`timescale 1ns / 1ps
module controller
#(
    parameter           NB_DATA = 8,
    parameter           NB_OPCODE = 6,
    parameter           N_PULSADORES = 3
)
(
    input wire signed   [NB_DATA-1:0]           i_switches,
    input wire          [N_PULSADORES-1:0]      i_pulsadores,
    input wire                                  i_clock,    
    input wire                                  i_reset,
    output wire signed  [NB_DATA-1:0]           o_result
);
    reg signed [NB_DATA-1:0]   operandA;
    reg signed [NB_DATA-1:0]   operandB;
    reg [NB_OPCODE-1:0]        opcode;
    always @(posedge i_clock)
    begin
        if(i_reset)
            begin
                operandA <= {NB_DATA {1'b0}};
                operandB <= {NB_DATA {1'b0}};
                opcode <= {NB_OPCODE {1'b0}};
            end
        else
            begin
                case(i_pulsadores)
                    {{N_PULSADORES-3 {1'b0}}, 3'b001}: operandA <= i_switches; 
                    {{N_PULSADORES-3 {1'b0}}, 3'b010}: operandB <= i_switches; 
                    {{N_PULSADORES-3 {1'b0}}, 3'b100}: opcode <= i_switches;  
                    default:  
                    begin
                        operandA <= operandA;
                        operandB <= operandB;
                        opcode <= opcode;
                    end
                    endcase
            end
    end
    alu
    #(
        .NB_DATA    (NB_DATA),
        .NB_OPCODE  (NB_OPCODE)
    )
    dut
    (
        .i_op_1 (operandA),
        .i_op_2 (operandB),             
        .i_opcode(opcode),
        .o_result(o_result)
    );
endmodule
```
`flow/run.sh`:
```
#!/bin/bash
# OpenROAD 26Q1-2900-gdf79404cd8, Yosys 0.63+post, stock flow scripts
make -C /OpenROAD-flow-scripts/flow DESIGN_CONFIG=/design/flow/config.mk WORK_HOME=/design/flow/orfs finish
```
==> results_tabular.tex <==
% Table of physical implementation metrics
\begin{tabular}{lr}
\hline
Metric & Value \\
\hline
\multicolumn{2}{l}{\textbf{Outcome}} \\
Outcome & finished, final reports clean \\
\multicolumn{2}{l}{\textbf{Place}} \\
Final GP Congestion & 1.02 \\
Input/output buffers & 20 \\
Placed wire-length estimate after detailed placement & 5.32 mm \\
\multicolumn{2}{l}{\textbf{Worst setup path}} \\
CP arrival & 3080 ps \\
Critical path fanouts, max & 5 \\
Crit Reg-Reg Startpoint & operandB[3] \\
Top cell family by delay on the critical path & AND-OR/OR-AND gates \\
Crit Path Class & reg2out \\
Max incr delay on CP & 480 ps \\
Logic depth of the worst path, buffers included & 12 \\
WP buf/inv & 2 \\
Data required time at the worst endpoint & 3280 ps \\
List of cells traversed by the critical path & nor4\_4 > and2\_4 > buf\_4 > nor2\_1 > xnor2\_1 > ha\_1 > a211oi\_2 > o21bai\_1 > a21oi\_1 > xor2\_1 > o211ai\_1 > clkdlybuf4s50\_1 \\
Number of cells on the worst reg-to-reg path & 4 \\
R2r setup slk & 2870 ps \\
Launching element type of the critical path & flop \\
Worst setup EP type & output port \\
Capturing point of the worst reg2reg path & operandB[3] \\
Critical-path cell with the highest stage delay & clkdlybuf4s50\_1 \\
\multicolumn{2}{l}{\textbf{Power}} \\
Clock power share & 0.313 \\
Net switching share of the total power & 0.310 \\
Sequential share of power & 0.358 \\
Peak supply drop & 0.150 mV \\
Net load switching power & 204 µW \\
PwrDens & 233 nW/µm² \\
Internal power component & $\sim$450 µW \\
Lkg Pwr & 0.00108 µW \\
Share of total power in combinational logic & 0.330 \\
\multicolumn{2}{l}{\textbf{Floorplanning}} \\
Die Y-Extent & 80.4 µm \\
Width of the chip & 80.4 µm \\
Top-level I/O count & 21 \\
Starting Density & 0.415 \\
Total die size & roughly 6500 µm² \\
Num rows & 28 \\
Placeable core region & about 6000 µm² \\
\multicolumn{2}{l}{\textbf{Clocking}} \\
Max Root-Sink Buffers & 2 \\
Number of buffers created by CTS & 3 \\
Clock insertion delay at the later pin of the skew report & 270 ps \\
Clock tree from TritonCTS & done \\
Number of post-CTS setup repair buffers & 0 \\
Sink Count & 22 \\
Clock root buffer & clkbuf\_8 \\
Post-cts hold buffer count & 0 \\
CTS H-tree depth & 1 \\
Clock edge transition at the registers on the reported setup and hold paths & 90 ps \\
\multicolumn{2}{l}{\textbf{Final layout}} \\
Number of fill cells & 600 \\
Layout cell share with drive strength beyond 1 & 0.104 \\
Area growth syn-to-layout & 14.9\% \\
\multicolumn{2}{l}{\textbf{Logic synthesis}} \\
Share of async-settable or async-resettable flops after synthesis & 0 \\
Primary flip-flop cell chosen by synthesis mapping & dfxtp\_1 \\
Post-synth EDFFs & 0 \\
Post-Synthesis Cell Area & between 2000 and 2500 µm² \\
Cell types with the highest counts after synthesis & nor2\_1, a21oi\_1, ha\_1, dfxtp\_1, inv\_1 \\
Register area share after synthesis & 0.179 \\
Yosys Chip Area & 2460 µm² \\
Count of instantiated cells in the yosys netlist & 307 \\
Cell Type Count & $\sim$56 \\
Top-area cell type share of the netlist area & 0.179 \\
Synth area leader & dfxtp\_1 \\
Avg Synthesized Cell Area & 8.00 µm² \\
Top area cell types & dfxtp\_1, ha\_1, nor2\_1, a21oi\_1, mux2i\_1 \\
Number of instances in the synthesized netlist & 307 \\
Most instantiated library cell after synthesis & nor2\_1 \\
Synth Register Bits & 22 \\
Yosys warning tally & 2 \\
\multicolumn{2}{l}{\textbf{Drt}} \\
Total inserted antenna cells & 0 \\
Number of DRC markers in iteration 0 & 155 \\
Via count of the routed design & around 2,300 \\
Vias per Instance & approximately 5.7 \\
Average wire length per cell after detail routing & 16.7 µm \\
Residual DRC & 0 \\
1st-pass router iterations & 4 \\
Residual antenna-violating net count after detailed routing & 0 \\
Routed WL & $\sim$6.7 mm \\
\multicolumn{2}{l}{\textbf{Timing}} \\
Minimum hold slack & 580 ps \\
Final hold viol count & 0 \\
Final count of pins violating max slew & 0 \\
Cycle use final & 0.951 \\
Final number of setup-violating endpoints & 0 \\
Rel. slew slack & 0.482 \\
Achievable clock frequency & 256 MHz \\
Fin Clk Skew & 0 ps \\
Pin slew with the least headroom to its limit & approximately 780 ps \\
Time the worst path needs with I/O delays and setup & 3900 ps \\
Post-route setup TNS & 0 ps \\
Unrepaired setup endpoints after global routing & yes \\
\multicolumn{2}{l}{\textbf{Hold path}} \\
Startpoint of the worst hold path & opcode[3] \\
Worst Hold Depth & 2 \\
Type of the most critical hold path & reg2reg \\
Hold path endpoint & opcode[3] \\
\multicolumn{2}{l}{\textbf{Global route}} \\
Maximum number of pins on one net before global-route repair & 26 \\
Wire length of the first global-routing pass & around 11 mm \\
Total GRT Usage & 0.236 \\
Vias in the first global route & 2,227 \\
Number of antenna violations at the first check in global routing & 0 \\
GRT Residual Overflow & 0 \\
\multicolumn{2}{l}{\textbf{Job}} \\
Warning total across the stage logs & 35 \\
Max-cap check violation count & 0 \\
\hline
\end{tabular}
worst max-delay path by stage:
stage                         end  slack (ps)      start
after global routing  o_result[6]         -20  opcode[3]
final                 o_result[6]         200  opcode[3]
after CTS             o_result[6]          40  opcode[3]
tightest hold or removal path, delay by kind of cell, from the launching register on:
kind / cells / cell delay [ps]
DFF: 1 / 360
muxes: 1 / 130
and+or+nand+nor: 1 / 50
stage by stage:
step	utilization	total power [µW]	setup slack, ps	cells	instance area, µm²
floorplan	-	389	709	307	2460
global route	0.477	695	-19.3	401	2820
finish	0.477	658	201	401	2820
CTS	0.474	658	44.3	401	2810
global placement	0.462	452	353	397	2730
detailed placement	0.462	451	324	397	2730
registers in the layout, summed over array words and instances (netlist names):
| signal | count |
|---|---|
| opcode | 6 |
| operandA | 8 |
| operandB | 8 |
what timing repair did:
item,4_1_cts,5_1_grt
setup endpoints to repair,1,5
pin swaps,0,1
gates resized,1,6
cells by family after synthesis:
logic type,synth area share
flops,0.179
simple gates,0.230
xor+xnor,0.0642
buf+inv,0.0759
mux,0.0962
fa+ha+maj,0.130
compound gates,0.224
layer usage:
metal	GRT usage	part of all wire	wire, µm	up-vias
met5	0	0	0	-
met4	0.0393	0.013	90	0
met3	0.0369	0.056	377	8
met2	0.363	0.43	2920	69
met1	0.355	0.50	3330	1053
li1	-	-	-	1152
layout by cell type, fill, tap and decap left out, types with 8 or more instances in the layout:
cell type	count
buf_4	12
nor2_1	50
mux2i_1	11
dfxtp_1	22
nor2b_1	8
xor2_1	9
inv_1	18
a21oi_1	24
ha_1	24
nand2_1	12
a211oi_1	15
xnor2_1	9
o21ai_0	9
clkdlybuf4s50_1	20
power by group through the flow:
| stage | logic [µW] | clock network (µW) | registers (µW) |
|---|---|---|---|
| CTS | 213 | 210 | 235 |
| finish | 217 | 206 | 235 |
| global route | 241 | 218 | 237 |
cell type report:
type,count,area (µm²),share of cell area
multi-input cells,250,1860,0.659
flip-flops and latches,22,440,0.156
repair buffers,32,290,0.103
well taps,75,93.8,0.0332
inverters,18,67.6,0.0239
clock buffers,3,41.3,0.0146
clock inverters,1,30.0,0.0106
Power figures rest on the tool's default switching activity, not on a simulated workload.
